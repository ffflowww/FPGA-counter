<file path="./config.mk">
export PLATFORM = sky130hd
export DESIGN_NAME = top_entity
export DESIGN_NICKNAME = top_entity
export VERILOG_FILES = /design/flow/design.v
export SDC_FILE = /design/flow/constraint.sdc
export NUM_CORES = 4
export LEC_CHECK = 1
export CORE_UTILIZATION = 50
export SYNTH_HDL_FRONTEND = slang
</file>
<file path="./constraint.sdc">
current_design top_entity

set clk_period 3.0
set clk_io_pct 0.2

create_clock -name clk0 -period $clk_period [get_ports {i_clock_50mhz}]

set non_clock_inputs [all_inputs -no_clocks]
set_input_delay [expr $clk_period * $clk_io_pct] -clock clk0 $non_clock_inputs
set_output_delay [expr $clk_period * $clk_io_pct] -clock clk0 [all_outputs]
</file>
<file path="./design.v">
module bin_decoder(
    input logic i_clk,
    input logic i_reset,
    input logic [4:0] i_data,
    output logic [6:0] o_bin_HEXs[4:0]
);
localparam NUM_0 = 7'b 1000000;
localparam NUM_1 = 7'b 1111001;
always_ff @(posedge i_clk, negedge i_reset) begin
    if (~i_reset) o_bin_HEXs <= '{5{7'd0}};
    else begin
        o_bin_HEXs[4] <= i_data[4] ? NUM_1 : NUM_0;   
        o_bin_HEXs[3] <= i_data[3] ? NUM_1 : NUM_0;   
        o_bin_HEXs[2] <= i_data[2] ? NUM_1 : NUM_0;   
        o_bin_HEXs[1] <= i_data[1] ? NUM_1 : NUM_0;   
        o_bin_HEXs[0] <= i_data[0] ? NUM_1 : NUM_0;   
    end
end
endmodule
module clock_divider #(
    parameter Frequency   
) (
    input logic i_clock_50mhz,   
    input logic i_reset,   
    output logic o_clk  
);
localparam logic [31:0] lp_max_clock_buf = 50000000 / (Frequency * 2);
logic [31:0] clock_buf;   
always_ff @(posedge i_clock_50mhz, negedge i_reset) begin
    if (~i_reset) begin
        o_clk <= 0;
        clock_buf <= 0;
    end else begin  
        clock_buf <= clock_buf + 1;
        if (clock_buf >= lp_max_clock_buf) begin
            o_clk <= ~o_clk;
            clock_buf <= 0;
        end
    end
end
endmodule
module counter #(
    parameter Initial   
) (
    input logic i_set,   
    input logic i_reset,   
    input logic i_clk,   
    input logic i_pause,   
    input logic i_count,   
    output logic [4:0] o_data  
);
localparam MinValue = 5'b00000;   
localparam MaxValue = 5'b10000;   
always_ff @(posedge i_clk, negedge i_reset) begin
    if (~i_reset) o_data <= MinValue;
    else if (i_pause == 1) o_data <= o_data;
    else if (i_set == 1) o_data <= Initial;
    else begin
        if (i_count == 1) begin
            if (o_data >= MaxValue) o_data <= MinValue;
            else o_data <= o_data + 5'd1;                               
        end else begin   
            o_data[4:1] <= o_data[3:0];
            o_data[0] <= o_data[4];
        end
    end
end
endmodule
module dec_decoder(
    input logic i_clk,
    input logic i_reset,
    input logic [4:0] i_data,
    output logic [6:0] o_dec_HEXs[4:0]
);
localparam NUM_0 = 7'b 1000000;
localparam NUM_1 = 7'b 1111001;
localparam NUM_2 = 7'b 0100100;
localparam NUM_3 = 7'b 0110000;
localparam NUM_4 = 7'b 0011001;
localparam NUM_5 = 7'b 0010010;
localparam NUM_6 = 7'b 0000010;
localparam NUM_7 = 7'b 1111000;
localparam NUM_8 = 7'b 0000000;
localparam NUM_9 = 7'b 0010000;
localparam NUM_OFF = 7'b 1111111;
always_ff @(posedge i_clk, negedge i_reset) begin
    if(~i_reset) o_dec_HEXs <= '{5{7'd0}};
    else begin
        unique case (i_data / 10)
            0: o_dec_HEXs[4] <= NUM_0;
            1: o_dec_HEXs[4] <= NUM_1;
            2: o_dec_HEXs[4] <= NUM_2;
            3: o_dec_HEXs[4] <= NUM_3;
            4: o_dec_HEXs[4] <= NUM_4;
            5: o_dec_HEXs[4] <= NUM_5;
            6: o_dec_HEXs[4] <= NUM_6;
            7: o_dec_HEXs[4] <= NUM_7;
            8: o_dec_HEXs[4] <= NUM_8;
            9: o_dec_HEXs[4] <= NUM_9;
        endcase
        unique case (i_data % 10)
            0: o_dec_HEXs[3] <= NUM_0;
            1: o_dec_HEXs[3] <= NUM_1;
            2: o_dec_HEXs[3] <= NUM_2;
            3: o_dec_HEXs[3] <= NUM_3;
            4: o_dec_HEXs[3] <= NUM_4;
            5: o_dec_HEXs[3] <= NUM_5;
            6: o_dec_HEXs[3] <= NUM_6;
            7: o_dec_HEXs[3] <= NUM_7;
            8: o_dec_HEXs[3] <= NUM_8;
            9: o_dec_HEXs[3] <= NUM_9;
        endcase
        o_dec_HEXs[2] <= NUM_OFF;
        o_dec_HEXs[1] <= NUM_OFF;
        o_dec_HEXs[0] <= NUM_OFF;
    end
end
endmodule
module extra_registers(
    input logic i_clk,
    input logic [6:0] i_HEXs[4:0],
    input logic [4:0] i_LEDs,
    output logic [6:0] o_HEXs[4:0],
    output logic [4:0] o_LEDs
);
always_ff @(posedge i_clk) begin
    o_LEDs <= i_LEDs;  
    o_HEXs <= i_HEXs;  
end
endmodule
module led_decoder(
    input logic i_clk,
    input logic i_reset,
    input logic [4:0] i_data,
    output logic [4:0] o_LEDs
);
always_ff @(posedge i_clk, negedge i_reset) begin
    if (~i_reset) o_LEDs <= 0;
    else o_LEDs <= i_data;
end
endmodule
module multiplexer(
    input logic [6:0] i_bin_HEXs[4:0],
    input logic [6:0] i_dec_HEXs[4:0],
    input logic [4:0] i_LEDs,
    input logic i_type,   
    output logic [6:0] o_HEXs[4:0],
    output logic [4:0] o_LEDs
);
assign o_HEXs = i_type ? i_dec_HEXs : i_bin_HEXs;
assign o_LEDs = i_LEDs;
endmodule
module top_entity #(
    parameter Initial = 5'b 01001,
    parameter Frequency = 1   
) (
    input logic i_clock_50mhz,   
    input logic i_reset,   
    input logic i_set,   
    input logic i_pause,   
    input logic i_count,   
    input logic i_type,   
    output logic [6:0] o_HEXs[4:0],
    output logic [4:0] o_LEDs,
    output logic o_sync_clock   
);
logic [4:0] w_data;   
logic w_clock;   
logic [6:0] w_bin_HEXs[4:0];
logic [6:0] w_dec_HEXs[4:0];
logic [4:0] w_LEDs;
logic [6:0] w_reg_HEXs[4:0];
logic [4:0] w_reg_LEDs;
assign o_sync_clock = w_clock;
clock_divider #(
    .Frequency(Frequency)
) main_clock_divider (   
    .i_clock_50mhz,
    .i_reset,
    .o_clk(w_clock)
);
counter #(
    .Initial(Initial)
) main_counter (
    .i_clk(w_clock),
    .i_reset,
    .i_set,
    .i_pause,
    .i_count,
    .o_data(w_data)
);
led_decoder main_led_decoder (
    .i_clk(i_clock_50mhz),
    .i_reset,
    .i_data(w_data),
    .o_LEDs(w_LEDs)
);
bin_decoder main_bin_decoder (
    .i_clk(i_clock_50mhz),
    .i_reset,
    .i_data(w_data),
    .o_bin_HEXs(w_bin_HEXs)
);
dec_decoder main_dec_decoder (
    .i_clk(i_clock_50mhz),
    .i_reset,
    .i_data(w_data),
    .o_dec_HEXs(w_dec_HEXs)
);
multiplexer main_multiplexer(
    .i_bin_HEXs(w_bin_HEXs),
    .i_dec_HEXs(w_dec_HEXs),
    .i_LEDs(w_LEDs),
    .i_type,
    .o_HEXs(w_reg_HEXs),
    .o_LEDs(w_reg_LEDs)
);
extra_registers main_extra_registers(
    .i_clk(i_clock_50mhz),
    .i_HEXs(w_reg_HEXs),
    .i_LEDs(w_reg_LEDs),
    .o_HEXs,
    .o_LEDs
);
endmodule
</file>
<file path="./run.sh">
#!/bin/bash
# OpenROAD 26Q1-2900-gdf79404cd8, Yosys 0.63+post, stock flow scripts
make -C /OpenROAD-flow-scripts/flow DESIGN_CONFIG=/design/flow/config.mk WORK_HOME=/design/flow/orfs finish
</file>
==> metrics.yaml <==
setup_tns_ps: 0
viasPerCell: 5.00
synth.distinct_cells: 56
final.setup.worst_slack_ps: 1100
first_pass_iters: 4
ff_type: "dfrtp_1"
seq_area_frac_synth_pct: 53.1
unclocked_regs: 5
path_delay_family: "buffers and inverters"
p_leak_nw: 1.73
clk_latency_ps: 330
ir_worst_vdd_mv: 0.285
grt_max_degree: 27
ys_cells: 354
drv_slew: 0
rr_worst_depth: 7
grt_pass1_wl_mm: 10.1
fill_cells: 547
cts-root-buf: "clkbuf_8"
port_buffers: 45
drive_gt1_share_pct: 7.34
worstPathCellList: "clkdlybuf4s50_1"
relSlewSlack_pct: 52.4
die_area_mm2: 0.00727
cp.arrival_ps: 1300
clk_pin_slew_ps: 70
cts_max_level: 3
finalHoldViolations: 0
powerDensity_mw_per_mm2: 580
yosys.area.top_type: "dfrtp_1"
layout_min_cycle_time_ps: 1900
startpoint_type: "register"
postSynthAreaPerCell_um2: 9.79
place_ws_ps: 1190
warnings: 32
fin_skew_ps: 12.0
row_count: 29
dieWidth_um: 85.3
syn-instance-count: 354
synth.area.top_cells: "dfrtp_1 40%, dfxtp_1 13%, nor2_1 4.9%, nand2_1 4.2%, buf_4 4.1%"
cpPeakStageDelay_ps: 500
grt_use_total_pct: 17.9
worst-path-buf-inv: 1
critPathKind: "reg -> out"
ios: 47
end_kind: "output port"
grt_overflow: 0
ctsHoldBuffers: 0
netlist_area_mm2: 0.00347
cts_resized: 0
drt_iter0_drc: 54
die_y_um: 85.3
slowest_stage: "clkdlybuf4s50_1"
seq_area_mm2: 0.00184
ys_warn_count: 0
power_mw: 2.37
status: "complete, no violations"
setup_viol: 0
synthArstFlopShare_pct: 71.8
routedWlPerCell_um: 12.0
crit_path_start: "main_clock_divider.o_clk$_DFFE_PN0N_"
drv_cap: 0
numSynthFlops: 78
numCtsBuffers: 9
fmaxAchievable_mhz: 527
antenna_found_initial: 0
r2r-start: "main_clock_divider.clock_buf[2]$_DFF_PN0_"
vias: 2360
gp_congestion: 0.840
r2r_slack_ps: 1140
cts_setup_buffers: 0
worstSetupPathDepth: 1
dpl.hpwl_mm: 3.97
critPathMaxFanout: 7
cts_tree: "built"
grt_pass1_vias: 2186
final_common_cell: "dfrtp_1"
ys_area_mm2: 0.00347
initCoreUtil_pct: 53.1
most-common-layout-cells: "56 x dfrtp_1, 45 x nor2_1, 44 x clkdlybuf4s50_1, 39 x nand2_1, 22 x dfxtp_1"
ant_nets: 0
min_path_type: "in -> async"
required_ps: 2400
period_used_pct: 63.3
yosys.area.top_type_share_pct: 40.4
drc: 0
rsz0062_at_grt: "false"
antenna_cells: 0
cts_buffer_depth: 2
edf_count: 0
tightest_slew_ps: 711
untimed_endpoints: 22
wirelength_mm: 5.68
area_growth_pct: 17.7
mi_logic_area_mm2: 0.00140
core_mm2: 0.00653
[synth_stat cells, types with 2 or more instances]
library cell,instances
a22o_1,2
and3_1,3
o21ai_0,13
dfxtp_1,22
and4_1,3
buf_2,2
nor3_1,6
a21o_1,2
nand3_1,13
nand4_1,5
or2_2,2
o21a_1,2
inv_1,16
a31oi_1,3
buf_4,19
dfrtp_1,56
xor2_1,15
or3_1,2
and2_1,4
clkbuf_1,8
o21ai_1,2
conb_1,2
nor2b_1,2
a21oi_1,12
a211oi_1,2
ha_1,8
nor4_1,3
nand2b_1,5
nand2_1,39
xnor2_1,11
nor2_1,45
[layer usage]
| metal | vias to the layer above | part of all wire [%] | wire length, µm | GRT usage (%) |
|---|---|---|---|---|
| met2 | 39 | 44 | 2520 | 26.0 |
| li1 | 1231 | - | - | - |
| met4 | 0 | 1.1 | 65 | 1.67 |
| met1 | 1083 | 51 | 2870 | 30.2 |
| met3 | 7 | 3.9 | 224 | 4.24 |
| met5 | - | 0 | 0 | 0 |
[state kept, by name, summed over array words and instances (netlist names)]
name,flops
main_clock_divider.o_clk,1
main_extra_registers.o_HEXs,17
main_clock_divider.clock_buf,32
main_counter.o_data,5
main_extra_registers.o_LEDs,5
main_bin_decoder.o_bin_HEXs,2
main_led_decoder.o_LEDs,4
main_dec_decoder.o_dec_HEXs,12
[through the flow]
step / instance area (µm²) / cells / util, % / hold slack [ps]
2_1_floorplan: 3490 / 361 / - / 304
3_3_place_gp: 3860 / 456 / 59.1 / 353
3_5_place_dp: 3860 / 456 / 59.1 / 358
6_report: 4080 / 472 / 62.5 / 199
5_1_grt: 4080 / 472 / 62.5 / 229
4_1_cts: 4080 / 472 / 62.5 / 214
[cells by family after synthesis]
family          count (synthesis)  share of synthesized area, %
compound gates                 56                          10.9
xor+xnor                       26                          6.57
fa+ha+maj                       8                          2.89
buf+inv                        46                          7.33
flops                          78                          53.1
other cells                     2                         0.217
simple gates                  138                          18.9
[power breakdown]
group | total, mW | switching, mW | internal, mW
Sequential | 1.16 | 0.0670 | 1.09
Combinational | 0.393 | 0.183 | 0.210
Clock | 0.814 | 0.343 | 0.471
[cell type report]
| class | count | area share, % |
|---|---|---|
| inverter | 16 | 1.47 |
| clock buffer | 10 | 3.13 |
| timing repair buffer | 48 | 11.5 |
| sequential | 78 | 45.1 |
| multi-input combinational | 237 | 34.2 |
| tap | 77 | 2.36 |
| clock inverter | 6 | 2.21 |
[path summary, 6_finish.rpt]
kind / end
max: o_sync_clock
min: main_bin_decoder.o_bin_HEXs[34]$_DFF_PN0_
max reg2reg: main_clock_divider.clock_buf[22]$_DFF_PN0_
min reg2reg: main_extra_registers.o_LEDs[1]$_DFF_P_
max in group asynchronous: main_clock_divider.clock_buf[12]$_DFF_PN0_
min in group clk0: main_extra_registers.o_LEDs[1]$_DFF_P_
